==> ./design.v <==
module pe (
    input clk,
    input rst,
    input [7:0] a_in,   
    input [7:0] b_in,   
    output reg [7:0] a_out,  
    output reg [7:0] b_out,  
    output reg [15:0] sum    
);
    always @(posedge clk or posedge rst) begin
        if (rst) begin
            a_out <= 0;
            b_out <= 0;
            sum   <= 0;
        end else begin
            a_out <= a_in;
            b_out <= b_in;
            sum <= sum + (a_in * b_in);
        end
    end
endmodule
module systolic_3x3_top (
    input clk,
    input rst,
    input start,  
    input [7:0] a00, a01, a02,
    input [7:0] a10, a11, a12,
    input [7:0] a20, a21, a22,
    input [7:0] b00, b10, b20,
    input [7:0] b01, b11, b21,
    input [7:0] b02, b12, b22,
    output [15:0] c00, c01, c02,
    output [15:0] c10, c11, c12,
    output [15:0] c20, c21, c22,
    output done  
);
    wire [7:0] a_wire [0:2][0:3];  
    wire [7:0] b_wire [0:3][0:2];  
    reg [39:0] row0_sr, row1_sr, row2_sr;  
    reg [39:0] col0_sr, col1_sr, col2_sr;  
    reg [3:0] count;  
    always @(posedge clk or posedge rst) begin
        if (rst) begin
            row0_sr <= 0; row1_sr <= 0; row2_sr <= 0;
            col0_sr <= 0; col1_sr <= 0; col2_sr <= 0;
            count <= 0;
        end else if (start) begin
            row0_sr <= {8'd0, 8'd0, a02, a01, a00}; 
            row1_sr <= {8'd0, a12, a11, a10, 8'd0}; 
            row2_sr <= {a22, a21, a20, 8'd0, 8'd0}; 
            col0_sr <= {8'd0, 8'd0, b20, b10, b00};
            col1_sr <= {8'd0, b21, b11, b01, 8'd0};
            col2_sr <= {b22, b12, b02, 8'd0, 8'd0};
            count <= 1;
        end else begin
            row0_sr <= row0_sr >> 8;
            row1_sr <= row1_sr >> 8;
            row2_sr <= row2_sr >> 8;
            col0_sr <= col0_sr >> 8;
            col1_sr <= col1_sr >> 8;
            col2_sr <= col2_sr >> 8;
            if (count != 0 && count < 10) count <= count + 1;
        end
    end
    assign done = (count >= 8);
    assign a_wire[0][0] = row0_sr[7:0];
    assign a_wire[1][0] = row1_sr[7:0];
    assign a_wire[2][0] = row2_sr[7:0];
    assign b_wire[0][0] = col0_sr[7:0];
    assign b_wire[0][1] = col1_sr[7:0];
    assign b_wire[0][2] = col2_sr[7:0];
    genvar i, j;
    generate
        for (i = 0; i < 3; i = i + 1) begin : ROWS
            for (j = 0; j < 3; j = j + 1) begin : COLS
                pe PE_INST (
                    .clk(clk),
                    .rst(rst),
                    .a_in(a_wire[i][j]),    
                    .b_in(b_wire[i][j]),    
                    .a_out(a_wire[i][j+1]),  
                    .b_out(b_wire[i+1][j]),  
                    .sum()                   
                );
            end
        end
    endgenerate
    assign c00 = ROWS[0].COLS[0].PE_INST.sum;
    assign c01 = ROWS[0].COLS[1].PE_INST.sum;
    assign c02 = ROWS[0].COLS[2].PE_INST.sum;
    assign c10 = ROWS[1].COLS[0].PE_INST.sum;
    assign c11 = ROWS[1].COLS[1].PE_INST.sum;
    assign c12 = ROWS[1].COLS[2].PE_INST.sum;
    assign c20 = ROWS[2].COLS[0].PE_INST.sum;
    assign c21 = ROWS[2].COLS[1].PE_INST.sum;
    assign c22 = ROWS[2].COLS[2].PE_INST.sum;
endmodule
==> ./run.sh <==
#!/bin/bash
# OpenROAD 26Q1-2900-gdf79404cd8, Yosys 0.63+post, stock flow scripts
make -C /OpenROAD-flow-scripts/flow DESIGN_CONFIG=/design/flow/config.mk WORK_HOME=/design/flow/orfs finish
==> ./config.mk <==
export PLATFORM = sky130hd
export DESIGN_NAME = systolic_3x3_top
export DESIGN_NICKNAME = systolic_3x3_top
export VERILOG_FILES = /design/flow/design.v
export SDC_FILE = /design/flow/constraint.sdc
export NUM_CORES = 4
export LEC_CHECK = 1
export CORE_AREA = 10 10 120 120
export DIE_AREA = 0 0 130 130
==> ./constraint.sdc <==
current_design systolic_3x3_top

set clk_period 1.2
set clk_io_pct 0.2

create_clock -name clk0 -period $clk_period [get_ports {clk}]

set non_clock_inputs [all_inputs -no_clocks]
set_input_delay [expr $clk_period * $clk_io_pct] -clock clk0 $non_clock_inputs
set_output_delay [expr $clk_period * $clk_io_pct] -clock clk0 [all_outputs]
==> run notes <==
Worst setup path
- minimum setup slack among reg-to-reg paths: -0.15 ns
- Critical Path Fanout Max: 6
- endpoint type of the worst setup path: flop
- delay contributed by the slowest stage of the critical path: 0.37 ns
- Critical Path Most Common Cell: sky130_fd_sc_hd__o21a_1
- worst reg2reg path depth: 4
- critical path cell sequence: buf_4, o21a_1, o21a_1, or3_1
- kind of start point of the critical path: flop
- Worst EP required: 1.29 ns
- worst r2r src: count[1]
- Crit path arrival time: 1.44 ns
- Crit Path Category: reg2reg
- destination of the worst register-to-register timing path: count[0]
- cell with the largest stage delay on the worst path: sky130_fd_sc_hd__dfrtp_1

Pwr
- Power per Cell Area: 1051 mW/mm²
- sequential fraction of design power: 16.0%
- fraction of power spent switching nets: 29.02%
- internal power contribution: 0.8770 mW
- maximum VDD drop: 0.3174 mV
- total power: 1.236 mW
- clock network fraction of design power: 41.5%
- relative contribution of combinational cells to total power: 42.5%
- net switching power figure: 0.3585 mW
- standby leakage power: 0.6827 nW

Timing
- Period Utilization, post-route: 112.7%
- min Tclk post-route: 1.352 ns
- Fmax achieved: 739.5 MHz
- Min Hold Slack: 0.2139 ns
- number of pins exceeding their max-slew limit in the final report: 0
- unrepaired setup endpoints after global routing: yes
- Setup-failing EPs final: 2
- Hold Vio Cnt, Final: 0
- post-route setup TNS: -0.2477 ns
- Worst Setup Slack, final: -0.1522 ns
- worst clock skew: 0.0002297 ns

CTS
- clk sinks: 4
- number of buffers inserted for hold repair after clock tree synthesis: 0
- clock slew at reported path FFs: 0.03 ns
- clock insertion delay at the later pin of the skew report: 0.22 ns
- CTS tree: done
- H-Tree Depth: 1
- maximum buffer depth of the clock tree: 2
- root cell of the clock tree: sky130_fd_sc_hd__clkbuf_16
- number of buffers created by CTS: 3

Synth
- number of library cell types mapped by synthesis: 18
- Synth Seq Share: 7.456%
- Synth Warn #: 29
- Post-Syn Instances: 174
- cell count in the Yosys report: 174
- chip area from the yosys synthesis statistics: 0.001343 mm²
- Yosys reg bits: 4
- average cell area after synthesis: 7.716 µm²
- Mapped Area: 0.001343 mm²

Run status
- result of the run: complete, but fails checks
- failing checks: negative setup slack

Global routing
- largest net degree at the start of global routing: 7
- wire length of the first global-routing pass: 2.649 mm
- All-Layer GR Usage: 1.792%
- number of antenna violations at the first check in global routing: 0
- number of global-route vias before repair: 779
- GRT Residual Overflow: 0

Floorplan
- starting density of the core: 11.27%
- count of pins on the block boundary: 292
- die y size: 130 µm
- Std-Cell Rows: 40
- Die Outline Area: 0.01690 mm²
- x dimension of the die: 130 µm
- Std-Cell Core Area: 0.01191 mm²

Routing
- Routed met3 length: 685 µm
- Post-Route M1 WL: 1.228 mm
- wirelength, routed: 2.438 mm
- 1st-iter DRT viols: 0
- routed vias/inst: 1.979
- uppermost layer routed: met4
- vias: 659
- antenna cell count: 0
- # DRC: 0
- first-pass iteration count of the detailed router: 1
- wire per inst: 7.321 µm
- met2 wire length: 511 µm
- post-route antenna net violation count: 0

Placement
- placer congestion estimate: 0.6827
- placed instance area: 0.001056 mm²
- final HPWL from detailed placement: 2.265 mm
- minimum setup slack after placement: -0.1603 ns
- number of buffers inserted by port buffering: 3
- Post-Place Cells: 328

Finish
- Biggest register: count
- share of final-layout standard cells stronger than drive strength 1: 10.22%
- tally of non-filler cells in the final layout: 333
- number of flip-flops in the largest register: 4
- Area Overhead vs Synth: -12.40%
- largest registers: count (4)
- final design area excluding fillers: 0.001176 mm²
- utilization after layout: 9.874%

Flow run
- max capacitance violation total: 0
- OpenROAD warning count: 173

Worst hold path
- class of the tightest hold or removal check: in2async

-- kinds of logic after synthesis --
| group | after synthesis | share of synthesized area, % |
|---|---|---|
| buffers and inverters | 149 | 81.92 |
| AND/OR/NAND/NOR | 8 | 3.729 |
| flip-flops | 4 | 7.456 |
| other | 1 | 0.2793 |
| AND-OR/OR-AND | 9 | 4.007 |
| adder cells (fa/ha/maj) | 2 | 1.864 |
| multiplexers | 1 | 0.7456 |
-- how the worst max path moves through the flow --
| stage | startpoint | endpoint | slack, ns | cells past startpoint |
|---|---|---|---|---|
| after global routing | count[1] | count[0] | -0.20 | 4 |
| after CTS | count[0] | count[0] | -0.16 | 5 |
| final | count[1] | count[0] | -0.15 | 4 |
-- routing by layer --
metal | track usage [%] | vias up
li1 | - | 270
met1 | 2.768 | 248
met2 | 1.592 | 139
met3 | 1.564 | 2
met4 | 0.3968 | 0
met5 | 0 | -
-- power groups by stage --
stage	sequential, mW	combinational (mW)	clock [mW]
CTS	0.193	0.460	0.522
global route	0.204	0.604	0.535
finish	0.198	0.525	0.513
-- layout make-up --
type                       count  area (µm²)
tap                          147       183.9
timing repair buffer          11       92.59
clock buffer                   3       75.07
sequential                     4       100.1
multi-input combinational    164       709.4
fill                        1402       10740
inverter                       4       15.01
-- cells in the mapped netlist --
master | n | area [µm²]
sky130_fd_sc_hd__nor3_1 | 2 | 10.01
sky130_fd_sc_hd__o21ai_0 | 3 | 15.01
sky130_fd_sc_hd__nor2_1 | 1 | 3.750
sky130_fd_sc_hd__nand3b_1 | 1 | 7.510
sky130_fd_sc_hd__a21oi_1 | 2 | 10.01
sky130_fd_sc_hd__inv_1 | 4 | 15.01
sky130_fd_sc_hd__and2b_2 | 1 | 8.760
sky130_fd_sc_hd__a31oi_1 | 1 | 6.260
sky130_fd_sc_hd__nor2b_1 | 1 | 6.260
sky130_fd_sc_hd__ha_1 | 2 | 25.02
sky130_fd_sc_hd__conb_1 | 1 | 3.750
sky130_fd_sc_hd__o21a_1 | 3 | 22.52
sky130_fd_sc_hd__clkbuf_1 | 1 | 3.750
sky130_fd_sc_hd__or3_1 | 1 | 6.260
sky130_fd_sc_hd__dfrtp_1 | 4 | 100.1
sky130_fd_sc_hd__buf_4 | 144 | 1081
sky130_fd_sc_hd__mux2i_1 | 1 | 10.01
sky130_fd_sc_hd__nor3b_1 | 1 | 7.510
-- cell usage in the layout, fill, tap and decap left out, types with 2 or more instances in the layout --
master                            netlist  final
sky130_fd_sc_hd__inv_2                  0      2
sky130_fd_sc_hd__clkbuf_16              0      3
sky130_fd_sc_hd__inv_1                  4      2
sky130_fd_sc_hd__o21a_1                 3      3
sky130_fd_sc_hd__clkdlybuf4s50_1        0      2
sky130_fd_sc_hd__buf_4                144      7
sky130_fd_sc_hd__dfrtp_1                4      4
sky130_fd_sc_hd__conb_1                 1    144
-- repair_timing --
item / CTS / global route
endpoints found under the setup margin: 3 / 3
buffers inserted: 1 / 1
pin swaps: 2 / 4
endpoints found under the hold margin: 0 / 0
gates resized: 3 / 8
-- critical path, delay by kind of cell (launching register included) --
family / cells / cell delay (ns)
AND-OR/OR-AND: 2 / 0.34
flip-flops: 1 / 0.37
AND/OR/NAND/NOR: 1 / 0.35
buffers and inverters: 1 / 0.16
Power is estimated from default activity; no workload was simulated.
